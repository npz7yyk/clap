## flow/config.mk

```make
export PLATFORM = sky130hd
export DESIGN_NAME = decode_unit_input_reg
export DESIGN_NICKNAME = decode_unit_input_reg
export VERILOG_FILES = /design/flow/design.v
export SDC_FILE = /design/flow/constraint.sdc
export NUM_CORES = 4
export LEC_CHECK = 1
export CORE_AREA = 10 10 236 236
export DIE_AREA = 0 0 246 246
```

## flow/constraint.sdc

```tcl
current_design decode_unit_input_reg

set clk_period 1.0
set clk_io_pct 0.2

create_clock -name clk0 -period $clk_period [get_ports {clk}]

set non_clock_inputs [all_inputs -no_clocks]
set_input_delay [expr $clk_period * $clk_io_pct] -clock clk0 $non_clock_inputs
set_output_delay [expr $clk_period * $clk_io_pct] -clock clk0 [all_outputs]
```

## flow/design.v

```verilog
module decode_unit_input_reg
(
    input clk,rstn,flush,
    input input_valid_in,
    input [31:0] inst0_in, inst1_in,
    input known0_in,known1_in,
    input [31:0] pred_record0_in,pred_record1_in,
    input first_inst_jmp_in,
    input [6:0] exception_in,
    input [31:0] badv_in,
    input [31:0] pc_in,
    input [31:0] pc_next_in,
    output reg input_valid_out,
    output reg [31:0] inst0_out, inst1_out,
    output reg known0_out,known1_out,
    output reg [31:0] pred_record0_out,pred_record1_out,
    output reg first_inst_jmp_out,
    output reg [6:0] exception_out,
    output reg [31:0] badv_out,
    output reg [31:0] pc_out,
    output reg [31:0] pc_next_out
);
    always @(posedge clk)
        if(~rstn || flush)begin
            input_valid_out <= 0;
            exception_out <= 0;
        end
        else begin
            input_valid_out <= input_valid_in;
            inst0_out       <= inst0_in;
            inst1_out       <= inst1_in;
            known0_out      <= known0_in;
            known1_out      <= known1_in;
            pred_record0_out<= pred_record0_in;
            pred_record1_out<= pred_record1_in;
            first_inst_jmp_out<=first_inst_jmp_in;
            pc_out          <= pc_in;
            pc_next_out     <= pc_next_in;
            exception_out   <= exception_in;
            badv_out        <= badv_in;
        end
endmodule
```

## flow/run.sh

```bash
#!/bin/bash
# OpenROAD 26Q1-2900-gdf79404cd8, Yosys 0.63+post, stock flow scripts
make -C /OpenROAD-flow-scripts/flow DESIGN_CONFIG=/design/flow/config.mk WORK_HOME=/design/flow/orfs finish
```

==> impl_metrics.env <==
# flow metrics
export IMPL_drc=0
export IMPL_postSynthAreaPerCell_um2=28.9
export IMPL_final_setup_margin_ns=-0.300
export IMPL_yosys_dominant_comb_family="simple AND/OR/NAND/NOR gates"
export IMPL_route_final_wire_length_mm=26.4
export IMPL_grt_met1_usage_pct=9.57
export IMPL_crit_path_end_kind="primary output"
export IMPL_ys_sh_aoi_pct=0
export IMPL_grt_antenna_before_repair=8
export IMPL_grt_start_max_net_pins=22
export IMPL_port_buffers=472
export IMPL_synth_yosys_seq_area_share_pct=98.9
export IMPL_final_min_period_over_clock_period_pct=130
export IMPL_synth_cells_yosys=244
export IMPL_timing_critical_path_fanout_max=1
export IMPL_synth_lib_cells_used_distinct=4
export IMPL_synth_ff_latch_count=235
export IMPL_detailedPlacementHpwl_mm=20.9
export IMPL_global_route_peak_usage_layer="met2"
export IMPL_i_o_pin_cnt=473
export IMPL_post_synth_inst_count=244
export IMPL_worst_path_max_delay_cell="edfxtp_1"
export IMPL_layout_cells_non_filler=1478
export IMPL_yosys_stat_area_um2=7050
export IMPL_openroad_warnings=28
export IMPL_synth_simple_area_share_pct=1.08
export IMPL_number_of_h_tree_branching_levels=1
export IMPL_die_y_um=246
export IMPL_cp_required_ns=0.80
export IMPL_standby_leakage_power_uw=0.00483
export IMPL_post_synth_fa_ha_maj_area_fraction_pct=0
export IMPL_grt_pass1_wl_mm=36.2
export IMPL_fraction_of_layout_instances_using_a_drive_strength_above_1_pct=39.4
export IMPL_cts_tree="done"
export IMPL_clk_path_buf_depth=3
export IMPL_buffer_and_inverter_tally_for_the_worst_setup_path=1
export IMPL_grt_pass1_vias=5119
export IMPL_failed_checks="negative setup slack"
export IMPL_max_slew_worst_pin_slew_ns=0.176
export IMPL_cts_root_buf="clkbuf_16"
export IMPL_grt_remaining_overflow=0
export IMPL_layout_area_overhead_vs_synth_pct=82.2
export IMPL_row_count=82
export IMPL_detailroute_via_count=4570
export IMPL_vdd_ir_drop_max_mv=1.34
export IMPL_setup_repair_after_global_routing_missed_its_margin="yes"
export IMPL_slew_headroom_pct=88.3
export IMPL_cts_buffers=26
export IMPL_met2_usage_pct=12.6
export IMPL_final_core_util_pct=25.5
export IMPL_hold_class="in -> reg"
export IMPL_mappedNetlistArea_um2=7050
export IMPL_place_detailed_instances=1415
export IMPL_met3_layer_usage_reported_by_global_route_pct=6.04
export IMPL_max_cap_viol=0
export IMPL_worst_ep_arrival_time_ns=1.10
export IMPL_setup_viol=235
export IMPL_chip_area_um2=60500
export IMPL_clock_sink_count=235
export IMPL_pwr_density_cell_nw_per_um2=1780
export IMPL_status="finished, violations left"
export IMPL_clk_pin_slew_worst_paths_ns=0.06
export IMPL_detailedRoute_firstPassIterationCount=4
export IMPL_synth_area_mux_share_pct=0
export IMPL_final_period_minus_worst_setup_slack_ns=1.30
export IMPL_final_antenna_net_count=0
export IMPL_routabilityCongestion=0.791
export IMPL_die_x_um=246
export IMPL_core_region_area_um2=50400
export IMPL_synthesis_yosys_warnings=1
export IMPL_initCoreUtil_pct=14.0
export IMPL_xor_and_xnor_area_share_after_synthesis_pct=0
export IMPL_detailedPlace_worstSlack_ns=-0.665
export IMPL_finalHoldWorstSlack_ns=0.156
export IMPL_setup_worst_path_class="reg -> out"
export IMPL_routed_via_density=3.09
export IMPL_crit_path_cell_trace="buf_2"
export IMPL_detailedRoute_firstIterationViolations=104
export IMPL_max_clock_freq_mhz=770
export IMPL_start_kind="register"
export IMPL_max_stage_delay_ns=0.42
export IMPL_groute_usage_overall_pct=8.36
export IMPL_final_hold_violation_count=0
export IMPL_final_max_slew_violation_count=0
export IMPL_post_drt_wl_per_cell_um=17.8
export IMPL_cpLargestDelayFamily="flip-flops"
## per-layer routing
metal / share of wire [%] / up-vias
met3: 17 / 46
met1: 36 / 2111
met2: 45 / 306
met4: 2.1 / 12
li1: - / 2095
met5: 0.31 / -
## power breakdown
| part | switching [uW] | internal, uW | total (uW) |
|---|---|---|---|
| combinational | 578 | 1400 | 1980 |
| clock | 3580 | 5660 | 9250 |
| sequential | 157 | 11500 | 11700 |
## synthesized netlist by cell type, drive strengths merged
master,number,share of area (%)
and3b,8,0.99
dfxtp,8,2.3
nor2b,1,0.089
edfxtp,227,97
## worst paths after layout
path	start	to	cells past startpoint	slack, ns
hold / removal	flush	exception_out[4]$_SDFF_PP0_	3	0.16
setup / recovery	pred_record1_out[24]$_DFFE_PN_	pred_record1_out[24]	1	-0.30
## per-stage QoR
step	area (um2)	TNS, ns	total power, uW
after floorplan	7060	-688.04	11900
after detailed placement	12900	-142.70	14400
after global placement	12900	-140.62	14400
final	12900	-49.62	22900
after CTS	12800	-61.88	23400
after global routing	12800	-63.71	23900
## registers in the layout (all words and copies together), names as in the netlist
| name | flops |
|---|---|
| pred_record0_out | 32 |
| pred_record1_out | 32 |
| pc_out | 32 |
| inst1_out | 32 |
| badv_out | 32 |
| first_inst_jmp_out | 1 |
| pc_next_out | 32 |
| exception_out | 7 |
| known0_out | 1 |
| input_valid_out | 1 |
| known1_out | 1 |
| inst0_out | 32 |
## timing repair
item / CTS / global route
cloned: 4 / 0
hold endpoints to repair: 0 / 0
gates resized: 808 / 5
buffers inserted: 10 / 0
pin swaps: 0 / 0
hold buffers: 0 / 0
endpoints found under the setup margin: 438 / 251
## layout by cell type, fill, tap and decap left out, types with 3 or more instances in the layout
master,n
clkbuf_16,27
buf_2,234
and3b_1,8
buf_12,8
edfxtp_1,227
clkdlybuf4s50_1,235
buf_16,4
dfxtp_1,4
clkinv_2,3
clkinv_1,7
dfxtp_2,4
buf_4,25
clkbuf_1,5
bufinv_16,3
## cells by family (layout without fill, tap and decap cells)
logic type / after synthesis / in the layout
buffers and inverters: 0 / 560
flip-flops: 235 / 235
other: 0 / 2
AND/OR/NAND/NOR: 9 / 9
## cell type report
cell class	count	area (um2)
Clock inverter	15	149
Sequential cell	235	6980
Timing Repair Buffer	513	4100
Antenna cell	2	5.00
Fill cell	5162	37500
Tap cell	672	841
Multi-Input combinational cell	9	83.8
Clock buffer	32	694
No activity file was given, so power comes from the tool's default toggle rates.
