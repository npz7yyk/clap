==> flow/design.v <==
module execute_unit_input_reg
(
    input clk,rstn,flush,stall,
    input en_in,
    input [56-1:0] uop_in,
    input [4:0] rd_in,rj_in,rk_in,
    input [31:0] imm_in,
    input [31:0] pc_in,pc_next_in,
    input [6:0] exception_in,
    input [31:0] badv_in,
    input unknown_in,
    output reg en_out,
    output reg [56-1:0] uop_out,
    output reg [4:0] rd_out,rj_out,rk_out,
    output reg [31:0] imm_out,
    output reg [31:0] pc_out,pc_next_out,
    output reg [6:0] exception_out,
    output reg [31:0] badv_out,
    output reg unknown_out
);
    always @(posedge clk)
        if(~rstn || flush)begin
            en_out          <= 0;
            uop_out         <= 0;
            rd_out          <= 0;
            rj_out          <= 0;
            rk_out          <= 0;
            imm_out         <= 0;
            pc_out          <= 0;
            pc_next_out     <= 4;
            exception_out   <= 0;
            badv_out        <= 0;
            unknown_out     <= 0;
        end
        else if(~stall) begin
            en_out          <= en_in;
            uop_out         <= uop_in;
            rd_out          <= rd_in;
            rj_out          <= rj_in;
            rk_out          <= rk_in;
            imm_out         <= imm_in;
            pc_out          <= pc_in;
            pc_next_out     <= pc_next_in;
            exception_out   <= exception_in;
            badv_out        <= badv_in;
            unknown_out     <= unknown_in;
        end
endmodule
==> flow/run.sh <==
#!/bin/bash
# OpenROAD 26Q1-2900-gdf79404cd8, Yosys 0.63+post, stock flow scripts
make -C /OpenROAD-flow-scripts/flow DESIGN_CONFIG=/design/flow/config.mk WORK_HOME=/design/flow/orfs finish
==> flow/config.mk <==
export PLATFORM = sky130hd
export DESIGN_NAME = execute_unit_input_reg
export DESIGN_NICKNAME = execute_unit_input_reg
export VERILOG_FILES = /design/flow/design.v
export SDC_FILE = /design/flow/constraint.sdc
export NUM_CORES = 4
export LEC_CHECK = 1
export CORE_AREA = 10 10 240 240
export DIE_AREA = 0 0 250 250
==> flow/constraint.sdc <==
current_design execute_unit_input_reg

set clk_period 10.1
set clk_io_pct 0.2

create_clock -name clk0 -period $clk_period [get_ports {clk}]

set non_clock_inputs [all_inputs -no_clocks]
set_input_delay [expr $clk_period * $clk_io_pct] -clock clk0 $non_clock_inputs
set_output_delay [expr $clk_period * $clk_io_pct] -clock clk0 [all_outputs]
==> summary.txt <==
Physical implementation

In this run the horizontal extent of the chip is 250 um. Hold is met by 0.488 ns. The post-synth count of flops with an enable pin is 0. The area growth from synthesis to layout is 77.0%. In the Yosys report the total cell count is 671. The worst setup path is captured at a register. In the setup report, the worst path falls into the class primary input to register. The smallest clock period supported by the final layout is computed as 3.71 ns. The average instance area after synthesis is 10.9 um2.

The dominant cell by count in the synthesized netlist is sky130_fd_sc_hd__dfxtp_1. The reported max-cap violation count is 0. VDD sags by at most 0.000126 V.

Per the synthesis report, the number of distinct cell types is 10. The internal power is 1.55 mW. The arrival time at the worst endpoint is 4.11 ns. For this design, the sink count on the clock tree is 208. Setup total negative slack on the finished layout was measured at 0 ns. The synthesized design devotes to its leading area cell type 56.9% of total area. Before placement the cells fill 14.0% of the core. The report lists the number of standard-cell rows as 84.

The count of instances resized after the clock tree is built is 0. Yosys reported that registers with async set or reset make up 0%. The length of the first detailed-routing pass in iterations is 4. For this design the static power due to leakage is 5.17 nW.

In this run, post-CTS hold repair placed 0 buffers. The via count of the first global-routing pass was 6273. Nets still carrying antenna violations after routing amount to 0.

The warning tally printed by Yosys for this design is 1. The count of mapped cells out of synthesis is 671. The filler-free cell count of the finished design is 1781. The number of max-slew violations in the final report is 0. The slowest stage of the critical path is the sky130_fd_sc_hd__buf_4 cell.

The share of total power dissipated in combinational logic is 11.6%. Per report_power, the clock group accounts for 45.0% of the total. The library cell with the largest summed area after synthesis is sky130_fd_sc_hd__dfxtp_1.

At the pin with the least slew margin, the transition time is 0.809 ns. The count of inserted antenna diode cells is 0. The synthesis report lists the most area-consuming cells as sky130_fd_sc_hd__dfxtp_1 57%, sky130_fd_sc_hd__mux2i_1 28%, sky130_fd_sc_hd__nor2_1 11%, sky130_fd_sc_hd__buf_4 2.2%, sky130_fd_sc_hd__buf_2 0.89%. The worst stage delay on the critical path is 0.57 ns. Summing over the stages, the warning tally comes to 25. Setup slack closes at 6.39 ns. The area reported by Yosys stat is 7320 um2. Per report_power, the sequential group accounts for 43.4% of the total. Per the skew report, the later register of the worst-skew pair sees a clock latency of 0.54 ns. The register clock-pin slew on the reported worst setup and hold paths is 0.06 ns. The per-cell via count in the routed design is 3.46. The synthesis-stage register bit count is 208. In this run the number of H-tree levels came out at 1. Clock tree synthesis selected as its root buffer the cell sky130_fd_sc_hd__clkbuf_16. The final instance area is 13000 um2. The worst hold path class is register to register. The floorplan step defined a core boundary enclosing 52400 um2. The completed layout was analyzed and its total power is 1.99 mW. The initial antenna violation count is 1. The number of violations reported at the end of detailed-routing iteration 0 is 186.

The buffers inserted during post-CTS setup optimization is 0. The register area share after synthesis is 56.9%. The net load switching power is 0.438 mW. The cell type with the highest occurrence count on the critical path is sky130_fd_sc_hd__buf_4. TritonCTS built the clock tree. The longest clock path from root to sink contains 3 buffers. TritonRoute output was used to compute an average wire per cell of 14.7 um. The number of I/O port buffers is 419.

CTS added clock buffers totalling 25. In the final report, the number of endpoints failing setup comes to 0. The maximum clock skew at final layout is 0 ns. Global routing finished with a remaining overflow of 0.

In this run switching power makes up 22.0% of total power. The largest driver fanout on the critical path is 56. The first global-routing pass estimated 39400 um of wire. The detailed placer's ending HPWL is 20000 um.

The die is 250 um tall. The layout summary lists the proportion of cells stronger than drive strength 1 as 4.03%. Total power normalized to cell area comes to 153 nW/um2. The post-route utilization of the core is recorded as 24.7%. The instance area after placement is 12200 um2. For this block, the routed nets add up to 26200 um of wire. The filler cells instantiated in the layout total 5466. The final timing summary puts the cycle share of the worst path at 36.8%. The routed layout has 6156 vias.

The post-route DRC violation count is 0. For reference, the top cells by count after synthesis are 208 x sky130_fd_sc_hd__dfxtp_1, 207 x sky130_fd_sc_hd__mux2i_1, 207 x sky130_fd_sc_hd__nor2_1. The global routing report lists combined usage of all routing layers as 7.99%. The setup slack at placement is 5.80 ns. The combined area of all synthesized cells is 7320 um2. The run finished with clean final reports. Entering global routing, the biggest net connects 74 pins. The startpoint type of the worst setup path is a primary input. The last weighted congestion value of the routability-driven placer is 0.776. Per the timing report, the achievable frequency comes out to 269 MHz. Setup repair after global routing left no endpoint under its margin. The chip footprint is 62500 um2. STA puts the critical path data required time at 10.50 ns. The most used flip-flop cell after synthesis is sky130_fd_sc_hd__dfxtp_1. The number of placed instances, taps included, is 1739.

The slew check shows that the tightest pin keeps a relative margin of 46.1%. The top-level port count is 420. For reference, the critical path cell chain is clkdlybuf4s50_1 -> nand2b_4 -> buf_4 -> buf_4 -> nor2_1. For reference, the final report shows the hold violation count at 0.
[metal layers]
layer,routed length (um),vias to the layer above,track usage (%)
met3,3050,39,3.82
met2,12200,275,13.1
met4,571,2,1.53
met5,10,-,0
li1,-,3040,-
met1,10300,2800,9.40
[power by group through the flow]
stage / sequential, mW / combinational (mW) / clock (mW)
4_1_cts: 0.863 / 0.236 / 0.932
5_1_grt: 0.865 / 0.251 / 0.964
6_report: 0.862 / 0.231 / 0.895
[cell usage in the layout (no fill, tap or decap)]
cell | synthesis | final
sky130_fd_sc_hd__bufinv_16 | 0 | 3
sky130_fd_sc_hd__mux2i_1 | 207 | 207
sky130_fd_sc_hd__clkinv_2 | 0 | 1
sky130_fd_sc_hd__clkbuf_8 | 0 | 2
sky130_fd_sc_hd__inv_6 | 0 | 2
sky130_fd_sc_hd__dfxtp_1 | 208 | 208
sky130_fd_sc_hd__clkbuf_1 | 9 | 7
sky130_fd_sc_hd__buf_4 | 21 | 7
sky130_fd_sc_hd__nand2b_4 | 0 | 1
sky130_fd_sc_hd__a211o_1 | 1 | 1
sky130_fd_sc_hd__nor2b_1 | 1 | 1
sky130_fd_sc_hd__nor2_1 | 207 | 207
sky130_fd_sc_hd__buf_8 | 0 | 1
sky130_fd_sc_hd__clkinvlp_4 | 0 | 1
sky130_fd_sc_hd__clkdlybuf4s50_1 | 0 | 418
sky130_fd_sc_hd__clkbuf_16 | 0 | 25
sky130_fd_sc_hd__clkinv_4 | 0 | 1
[cell type report]
| cell class | count | area, um2 | share of cell area [%] |
|---|---|---|---|
| Clock buffer | 34 | 679 | 5.24 |
| Clock inverter | 8 | 129 | 0.994 |
| Multi-Input combinational cell | 417 | 2880 | 22.2 |
| Sequential cell | 208 | 4160 | 32.1 |
| Tap cell | 688 | 861 | 6.64 |
| Timing Repair Buffer | 426 | 4250 | 32.8 |
[worst max-delay path, delay by kind of cell]
family,cells,cell delay (ns)
and+or+nand+nor,2,0.49
buffers and inverters,3,1.50
[logic make-up (layout without fill, tap and decap cells)]
logic type / count (synthesis) / count (layout) / synth area share [%]
flops: 208 / 208 / 56.8
simple gates: 209 / 209 / 10.8
mux: 207 / 207 / 28.3
buf+inv: 46 / 468 / 3.96
compound gates: 1 / 1 / 0.120
[flip-flops by register name, summed over array words and instances (netlist names)]
register       cells
uop_out           56
unknown_out        1
pc_out            32
pc_next_out       32
rj_out             5
rk_out             5
exception_out      7
rd_out             5
imm_out           32
en_out             1
badv_out          32
[final timing paths]
check	from	to	slack [ns]	depth (start not counted)
min reg2reg	badv_out[23]$_SDFFE_PP0N_	badv_out[23]$_SDFFE_PP0N_	0.49	2
max	flush	pc_out[31]$_SDFFE_PP0N_	6.39	5
max reg2reg	uop_out[30]$_SDFFE_PP0N_	uop_out[30]$_SDFFE_PP0N_	9.35	2
min	badv_out[23]$_SDFFE_PP0N_	badv_out[23]$_SDFFE_PP0N_	0.49	2
Power and IR drop assume default switching activity.
